## flow/run.sh

```bash
#!/bin/bash
# OpenROAD 26Q1-2900-gdf79404cd8, Yosys 0.63+post, stock flow scripts
make -C /OpenROAD-flow-scripts/flow DESIGN_CONFIG=/design/flow/config.mk WORK_HOME=/design/flow/orfs finish
```

## flow/config.mk

```make
export PLATFORM = sky130hd
export DESIGN_NAME = ADD
export DESIGN_NICKNAME = ADD
export VERILOG_FILES = /design/flow/design.v
export SDC_FILE = /design/flow/constraint.sdc
export NUM_CORES = 4
export LEC_CHECK = 1
export CORE_AREA = 10 10 70 70
export DIE_AREA = 0 0 80 80
```

## flow/constraint.sdc

```tcl
current_design ADD

set clk_period 8.4
set clk_io_pct 0.2

create_clock -name clk0 -period $clk_period

set non_clock_inputs [all_inputs -no_clocks]
set_input_delay [expr $clk_period * $clk_io_pct] -clock clk0 $non_clock_inputs
set_output_delay [expr $clk_period * $clk_io_pct] -clock clk0 [all_outputs]
```

## flow/design.v

```verilog
module full_adder(
    input A, B, Cin,
    output Y, Cout
);
    wire Sum;
    assign Sum = A ^ B;
    assign Y = Sum ^ Cin;
    assign Cout = (Sum & Cin) | (A & B);
endmodule
module ripple_full_adder(
    input [7:0] A,
    input [7:0] B,
    input Cin,
    output [7:0] Y,
    output Cout
);
    wire [8:0] carry;
    assign carry[0] = Cin;
    genvar i;
    generate
        for(i = 0; i < 8; i = i + 1) begin
            full_adder fa(
                .A(A[i]),
                .B(B[i]),
                .Cin(carry[i]),
                .Y(Y[i]),
                .Cout(carry[i+1])
            );
        end
    endgenerate
    assign Cout = carry[8];
endmodule
 module ADD(
    input [7:0] A, 
    input [7:0] B,
    output [7:0] Y,
    output Cout
);
    ripple_full_adder add(
        .A(A),
        .B(B),
        .Cin(1'b0),
        .Y(Y),
        .Cout(Cout)
    );
endmodule
module SUB(
    input [7:0] A,
    input [7:0] B,
    output [7:0] Y,
    output Cout
);
    ripple_full_adder sub(
        .A(A),
        .B(~B),
        .Cin(1'b1),
        .Y(Y),
        .Cout(Cout)
    );
endmodule
module SHL(
    input [7:0] A,
    output [7:0] Y
);
    assign Y = A << 1;
endmodule
module SHR(
    input [7:0] A,
    output [7:0] Y
);
    assign Y = A >> 1;
endmodule
module CMP(
    input [7:0] A,
    input [7:0] B,
    output [7:0] Y
);
    assign Y = (A == B) ? 8'b00000000 :     
               (A > B)  ? 8'b00000001 :     
                           8'b11111111; 
endmodule
module AND(
    input [7:0] A, 
    input [7:0] B,
    output [7:0] Y
);
    assign Y = A & B;
endmodule
module OR(
    input [7:0] A, 
    input [7:0] B,
    output [7:0] Y
);
    assign Y = A | B;
endmodule
module XOR(
    input [7:0] A, 
    input [7:0] B,
    output [7:0] Y
);
    assign Y = A ^ B;
endmodule
module NAND(
    input [7:0] A, 
    input [7:0] B,
    output [7:0] Y
);
    assign Y = ~(A & B);
endmodule
module NOR(
    input [7:0] A, 
    input [7:0] B,
    output [7:0] Y
);
    assign Y = ~(A | B);
endmodule
module XNOR(
    input [7:0] A, 
    input [7:0] B,
    output [7:0] Y
);
    assign Y = ~(A ^ B);
endmodule
module INV(
    input [7:0] A,
    output [7:0] Y
);
    assign Y = ~A;
endmodule
module NEG(
    input [7:0] A,
    output [7:0] Y
);
    twos_complement sub(
        .A(A),
        .Y(Y)
    );
endmodule
```

==> flow_metrics.env <==
# flow metrics
export IMPL_nFillCells=390
export IMPL_top_area_frac=0.605
export IMPL_internal_power_uw=22.1
export IMPL_vias=191
export IMPL_die_w_um=80
export IMPL_synth_distinct_cells=4
export IMPL_cts_hold_buffers=0
export IMPL_crit_chain="clkdlybuf4s50_1 > ha_1 > fa_1 > fa_1 > fa_1 > fa_1 > fa_1 > fa_1 > inv_1 > fa_1 > inv_1 > clkdlybuf4s50_1"
export IMPL_tightest_slew_ps=98.8
export IMPL_grt_ovfl_total=0
export IMPL_synth_seq_share=0
export IMPL_crit_family="adder cells"
export IMPL_ant_nets=0
export IMPL_wl_per_cell_um=8.32
export IMPL_yosys_top_cells_count="buf_4 (8), fa_1 (7), inv_1 (5)"
export IMPL_swShare=0.258
export IMPL_cp_required_ps=6720
export IMPL_postCtsSetupBuffers=0
export IMPL_viasPerCell=2.27
export IMPL_tool_warnings=32
export IMPL_grt_use_met1=0.0296
export IMPL_flop_count=0
export IMPL_crit_slowest_cell="clkdlybuf4s50_1"
export IMPL_die_h_um=80
export IMPL_drc=0
export IMPL_drt_first_pass_iters=1
export IMPL_power_share_clock=0
export IMPL_comb_power_share=1.000
export IMPL_critPathLaunchType="input pin"
export IMPL_slew_headroom=0.934
export IMPL_finalWorstSetupSlack_ps=1130
export IMPL_grt_total_usage=0.0214
export IMPL_use_met2=0.0273
export IMPL_area_growth_pct=107
export IMPL_first_global_vias=235
export IMPL_core_region_area_mm2=0.00342
export IMPL_worstSetupPathType="in2out"
export IMPL_hold_violations=0
export IMPL_logic_area_um2=153
export IMPL_antenna_found_initial=0
export IMPL_cp_arrival_ps=5590
export IMPL_cap_violations=0
export IMPL_status="completed"
export IMPL_syn_area_um2=231
export IMPL_leakagePower_nw=0.185
export IMPL_top_level_ports=25
export IMPL_finalSetupViolations=0
export IMPL_yosys_warnings=0
export IMPL_nClkBuffers=0
export IMPL_die_area_mm2=0.00640
export IMPL_fp_util=0.0678
export IMPL_final_area_um2=479
export IMPL_diodes=0
export IMPL_gp_congestion=0.841
export IMPL_busiest_layer="met1"
export IMPL_place_area_um2=479
export IMPL_seqPwrFrac=0
export IMPL_num_rows=21
export IMPL_grt_max_degree=2
export IMPL_avgSynthCellArea_um2=11.0
export IMPL_peakVddDrop_uv=21.9
export IMPL_port_buffers=25
export IMPL_yosys_cells=21
export IMPL_power_switching_uw=7.66
export IMPL_synth_largest_area_cell="fa_1"
export IMPL_crit_top_cell="fa_1"
export IMPL_dp_hpwl_um=706
export IMPL_drive_above_1_share=0
export IMPL_rsz0062_at_grt="no"
export IMPL_end_kind="primary output"
export IMPL_syn_inst=21
export IMPL_ys_chip_area_um2=231
export IMPL_cp_max_fo=1
export IMPL_cp_num_buf_inv=4
export IMPL_drt_iter0_drc=0
export IMPL_hold_class="in2out"
export IMPL_p_per_area_mw_per_mm2=62.0
export IMPL_top_cell="buf_4"
export IMPL_fin_crit_sh=0.866
export IMPL_final_max_slew_violation_count=0
export IMPL_seqCellArea_um2=0
export IMPL_use_met3=0.0159
export IMPL_cts_resized=0
export IMPL_finalCriticalPeriod_ps=7270
export IMPL_synthTopCellsByArea="fa_1 (61%), buf_4 (26%), inv_1 (8.1%)"
export IMPL_drt_wl_total_um=699
export IMPL_dp_slack_ps=1090
export IMPL_finalSetupTns_ps=0
export IMPL_critical_path_max_stage_delay_ps=460
export IMPL_grt_pass1_wl_um=1110
export IMPL_max_freq_mhz=138
-- placed cells by master (no fill, tap or decap) --
master	count
ha_1	1
inv_1	5
fa_1	7
clkdlybuf4s50_1	25
-- routing by layer --
layer	up-vias	share of wire
met3	0	0.25
met5	-	0
met4	0	0
met1	83	0.47
met2	23	0.28
li1	85	-
-- path summary, 6_finish.rpt --
check	from	slack, ps	cells after the start	to
max	A[0]	1130	12	Y[7]
min	B[0]	4410	3	Y[0]
-- power groups by stage --
stage / Sequential (mW) / Clock, mW / Combinational, mW
CTS: 0 / 0 / 0.0305
global route: 0 / 0 / 0.0341
finish: 0 / 0 / 0.0297
-- cells by family (layout without fill, tap and decap cells) --
group,Yosys count,in the layout,synth area share
buffers and inverters,13,30,0.341
adder cells (fa/ha/maj),8,8,0.659
-- final cells by class --
| cell class | count | area share |
|---|---|---|
| well taps | 46 | 0.120 |
| multi-input cells | 8 | 0.319 |
| inverters | 5 | 0.0392 |
| repair buffers | 25 | 0.522 |
-- through the flow --
| stage | power (mW) | utilization | std cells | hold WS [ps] |
|---|---|---|---|---|
| finish | 0.0297 | 0.140 | 84 | 4410 |
| global route | 0.0341 | 0.140 | 84 | 4460 |
| CTS | 0.0305 | 0.140 | 84 | 4410 |
| detailed placement | 0.0304 | 0.140 | 84 | 4410 |
| global placement | 0.0302 | 0.140 | 84 | 4390 |
| floorplan | 0.0141 | - | 21 | 3530 |
Power is estimated from default activity; no workload was simulated.
