### /design/flow/run.sh
#!/bin/bash
# OpenROAD 26Q1-2900-gdf79404cd8, Yosys 0.63+post, stock flow scripts
make -C /OpenROAD-flow-scripts/flow DESIGN_CONFIG=/design/flow/config.mk WORK_HOME=/design/flow/orfs finish
### /design/flow/config.mk
export PLATFORM = sky130hd
export DESIGN_NAME = multiplexer
export DESIGN_NICKNAME = multiplexer
export VERILOG_FILES = /design/flow/design.v
export SDC_FILE = /design/flow/constraint.sdc
export NUM_CORES = 4
export LEC_CHECK = 1
export CORE_AREA = 10 10 98 98
export DIE_AREA = 0 0 108 108
### /design/flow/constraint.sdc
current_design multiplexer

set clk_period 2.5
set clk_io_pct 0.2

create_clock -name clk0 -period $clk_period

set non_clock_inputs [all_inputs -no_clocks]
set_input_delay [expr $clk_period * $clk_io_pct] -clock clk0 $non_clock_inputs
set_output_delay [expr $clk_period * $clk_io_pct] -clock clk0 [all_outputs]
### /design/flow/design.v
module multiplexer(
    input [7:0] ADD, SUB, SHL, SHR, CMP, AND, OR, XOR, NAND, NOR, XNOR, INV, NEG, STO, SWP, LOAD,
    input [3:0] sel,
    output reg [7:0] data
    );
    always @(*) begin
        case (sel)
        4'b0000: data <= ADD;
        4'b0001: data <= SUB;
        4'b0010: data <= SHL;
        4'b0011: data <= SHR;
        4'b0100: data <= CMP;
        4'b0101: data <= AND;
        4'b0110: data <= OR;
        4'b0111: data <= XOR;
        4'b1000: data <= NAND;
        4'b1001: data <= NOR;
        4'b1010: data <= XNOR;
        4'b1011: data <= INV;
        4'b1100: data <= NEG;
        4'b1101: data <= STO;
        4'b1110: data <= SWP;
        4'b1111: data <= LOAD;
        endcase
    end
endmodule
==> changes_impl.md <==
## Flow update

- Outcome: complete, but fails checks
- Failing checks: setup timing
- Least-Margin Pin Slew: 0.620 ns
- RSZ-0062 raised after global routing: true
- Avg Cell Area, Syn: 6.77 um2
- CP arrival: 2.01 ns
- Critical path endpoint: data[2]
- Sw Ratio: 0.336
- IO Port Bufs: 140
- Slew headroom: 0.581
- 1st-iter DRT viols: 86
- P_int: 0.323 mW
- Main logic family after synthesis: AND-OR/OR-AND gates
- ANT nets after route: 0
- Seq pwr share: 0
- Layout cell share with drive strength beyond 1: 0.221
- Die width: 108 um
- Largest net degree at the start of global routing: 28
- Final setup fails: 1
- Chip Height: 108 um
- # IOs: 140
- Initial antenna violation count: 1
- HPWL Detailed: 6650 um
- FF/Latch Area: 0 um2
- Vias in the first global route: 2407
- Mux area share: 0.131
- Die area: 11700 um2
- Fa+ha+maj area frac: 0
- Fin crit share: 1.00
- Slowest stage cell, crit path: or4_4
- First-pass GRT wire length: 12400 um
- Hold Violations, Final: 0
- CP max FO: 8
- Global Route Usage Sum: 0.129
- Tool warnings: 34
- Yosys Warn Count: 1
- Max Cap Viol: 0
- Crit-path cells: buf_16 > buf_6 > nand4b_1 > o22ai_2 > or4_4 > o32a_1 > buf_2
- Hold Path Class: in2out
- Most numerous logic cell after layout: clkdlybuf4s50_1
- Top cells excl fill/tap: clkdlybuf4s50_1 (98), buf_4 (34), dlygate4sd2_1 (27)
- Clock buffers: 0
- Netlist cell types: 50
- Chip area line of the yosys report: 1330 um2
- Max IR drop VDD: 0.0000657 V
- Wire per inst: 17.3 um
- # Cells Yosys: 196
- Setup WS pre-CTS: -0.720 ns
- Layout Area Growth over Synthesis: 140%
- Min Tclk post-route: 2.51 ns
- Grt ovf: 0
- DRT Pass-1 Iters: 4
- Clock Power Share: 0
- Seq/Total Area, Yosys: 0
- Drc violations: 0
- Fin worst setup slack: -0.00588 ns
- Xor and xnor area share after synthesis: 0
- Aoi share: 0.385
- GP Congestion: 0.872
- Via Count: 2218
- Setup crit end kind: output pin
- Worst Min Path Start: sel[3]
- Sw power: 0.164 mW
- Seq_cells: 0
- Synth Cell Area: 1330 um2
- Simple share: 0.370
- CP startpoint kind: input pin
- Syn Inst Count: 196
- FP Util: 0.174
- Total power draw: 0.487 mW
- Critical Path Start: sel[0]
- Power Density: 153 nW/um2
- WP data required: 2.00 ns
- Critical path type: in2out
- CP peak stage delay: 0.55 ns
- Max Fclk: 399 MHz
- Pins Over Slew Limit: 0
- Post-Route WL: 7980 um
- Core Region: 7650 um2
- Row cnt: 32
- Leak: 1.30 nW
- Comb power frac: 1.000
- Vias/cell: 4.81
==> cell type report <==
type                            instances  area, um2
Antenna cell                            2       5.00
Inverter                               11       46.3
Tap cell                              102        128
Timing Repair Buffer                  181       1740
Multi-Input combinational cell        165       1260
Fill cell                             768       4460
==> worst min-delay path by stage <==
stage         slack (ns)  cells after the start      end
CTS                 1.63                      5  data[5]
global route        1.68                      4  data[5]
finish              1.62                      5  data[5]
==> per-stage QoR <==
stage / instance area, um2 / TNS [ns] / hold slack, ns / cells / utilization
after global routing: 3180 / -0.121 / 1.68 / 460 / 0.416
after floorplan: 1330 / 0 / 1.08 / 196 / -
after CTS: 3110 / -0.108 / 1.63 / 457 / 0.407
final: 3180 / -0.00588 / 1.62 / 461 / 0.416
after detailed placement: 2980 / -5.24 / 1.95 / 450 / 0.390
after global placement: 2980 / -5.07 / 1.96 / 450 / 0.390
==> power by group through the flow <==
| stage | sequential, mW | combinational [mW] | clock, mW |
|---|---|---|---|
| after CTS | 0 | 0.483 | 0 |
| final | 0 | 0.487 | 0.000000107 |
| after global routing | 0 | 0.527 | 0.0000000535 |
==> routing by layer <==
metal / vias up / GRT usage / wire (um)
met5: - / 0 / 0
li1: 1110 / - / -
met2: 95 / 0.216 / 3730
met3: 6 / 0.0331 / 711
met4: 0 / 0.0181 / 129
met1: 1007 / 0.167 / 3410
==> Yosys cell counts (all sizes together) (2+ instances only) <==
cell / count / area share
or4: 4 / 0.023
mux2: 3 / 0.025
a221oi: 10 / 0.066
a31oi: 7 / 0.033
nand3: 5 / 0.019
clkbuf: 6 / 0.017
o32a: 5 / 0.038
inv: 11 / 0.031
o2bb2ai: 5 / 0.033
nand2b: 4 / 0.019
nor2b: 6 / 0.028
nor3b: 4 / 0.023
nand4b: 2 / 0.013
a22o: 2 / 0.013
or3b: 2 / 0.013
or3: 2 / 0.0094
a21oi: 17 / 0.064
a31o: 2 / 0.013
o22ai: 5 / 0.024
mux2i: 14 / 0.11
o21ai: 4 / 0.015
nand2: 9 / 0.025
nand3b: 19 / 0.11
nor3: 6 / 0.023
and3: 3 / 0.014
a32o: 2 / 0.015
a22oi: 3 / 0.017
buf: 14 / 0.066
nor2: 5 / 0.014
==> cell families after synthesis <==
group                  Yosys count
buffers and inverters           31
AND-OR/OR-AND                   70
multiplexers                    17
AND/OR/NAND/NOR                 78
==> what timing repair did <==
item	4_1_cts	5_1_grt
pin swaps	29	19
gates cloned	2	0
setup buffers	5	2
hold buffers	0	0
setup endpoints to repair	8	7
resized	84	14
==> critical path: cells and delay by family <==
family | cells | cell delay (ns)
compound gates | 2 | 0.42
buf+inv | 3 | 0.35
simple gates | 2 | 0.74
No activity file was given, so power comes from the tool's default toggle rates.
